$ cat design/flow/config.mk
export PLATFORM = sky130hd
export DESIGN_NAME = STI_DAC
export DESIGN_NICKNAME = STI_DAC
export VERILOG_FILES = /design/flow/design.v
export SDC_FILE = /design/flow/constraint.sdc
export NUM_CORES = 4
export LEC_CHECK = 1
export CORE_UTILIZATION = 40
$ cat design/flow/design.v
module STI(
  input clk,
  input reset,
  input load,
  input pi_fill,
  input pi_msb,
  input pi_low,
  input [1:0] pi_length,
  input [15:0] pi_data,
  input so_valid,
  output reg so_data,
  output reg [5:0] out_bit
);
  reg [31:0] mem;
  reg [5:0] cnt;
  always@(posedge clk)begin  
    if(reset||load)
      cnt <= 6'd0;
    else if(so_valid)
      cnt <= cnt + 1;
  end
  always@(posedge clk)begin  
    if(reset||load)
      mem <= 32'd0;
    else begin
      case(pi_length)
        2'b00:begin
          if(pi_low)
            mem[7:0] <= pi_data[15:8];
          else
            mem[7:0] <= pi_data[7:0];
        end
        2'b01:mem[15:0] <= pi_data[15:0];
        2'b10:begin
          if(pi_fill)
            mem[23:8] <= pi_data[15:0];
          else
            mem[15:0] <= pi_data[15:0];
        end
        2'b11:begin
          if(pi_fill)
            mem[31:16] <= pi_data[15:0];
          else
            mem[15:0] <= pi_data[15:0];
        end
        default:mem[31:0] <= 32'd0;
      endcase
    end
  end
  always@*begin
    if(pi_msb)
      so_data = mem[(out_bit-1)-cnt];
    else
      so_data = mem[cnt];
  end
  always@*begin
    case(pi_length)
      2'b00:out_bit = 6'd8; 
      2'b01:out_bit = 6'd16;
      2'b10:out_bit = 6'd24;
      2'b11:out_bit = 6'd32;
      default:out_bit = 6'd0;
    endcase
  end
endmodule
module DAC(
  input clk,
  input reset,
  input so_data,
  input so_valid,
  input final_valid,
  output oem_finish,
  output reg [4:0] oem_addr,
  output reg [7:0] oem_dataout,
  output reg odd1_wr,
  output reg even1_wr,
  output reg odd2_wr,
  output reg even2_wr,
  output reg odd3_wr,
  output reg even3_wr,
  output reg odd4_wr,
  output reg even4_wr,
  output reg [2:0] cnt_page
);
  reg [7:0] mem;
  reg flip;
  reg [2:0] cnt;
  reg [7:0] cnt_data;
  assign oem_finish = (cnt_page == 3'd4);
  always@(posedge clk)begin
    if(reset||(cnt_data == 8'd0))
      flip <= 1'b0;
    else if((cnt_data[2:0] == 3'b000) && (cnt == 3'd1))
      flip <= (!flip);
  end
  always@(posedge clk)begin
    if(reset||(cnt == 3'd7))
      cnt <= 3'd0;
    else if(so_valid||final_valid)
      cnt <= cnt + 1;      
  end
  always@(posedge clk)begin
    if(reset||(cnt_data == 8'd64))
      cnt_data <= 7'd0;
    else if((cnt == 3'd7)&&(so_valid||final_valid))
      cnt_data <= cnt_data + 1;
  end
  always@(posedge clk)begin
    if(reset)
      cnt_page <= 3'd0;
    else if(cnt_data == 8'd64)
      cnt_page <= cnt_page + 1;
  end
  always@(posedge clk)begin
    if(reset||final_valid)
      mem <= 8'd0;
    else if(so_valid)begin
      mem[0] <= so_data;
      mem[1] <= mem[0];
      mem[2] <= mem[1];
      mem[3] <= mem[2];
      mem[4] <= mem[3];
      mem[5] <= mem[4];
      mem[6] <= mem[5];
      mem[7] <= mem[6];
    end
  end
  always@*begin
    oem_dataout = mem[7:0];
  end
  always@*begin
    oem_addr = (cnt_data - 8'd1) >> 1;
  end
  always@*begin
    if(cnt == 3'd0)begin
      case(cnt_page)
        3'b000:begin
          odd1_wr = (flip)? (!cnt_data[0]) : cnt_data[0];
          even1_wr = (flip)? cnt_data[0] : (!cnt_data[0]);
          odd2_wr = 1'b0;
          even2_wr = 1'b0;
          odd3_wr = 1'b0;
          even3_wr = 1'b0;
          odd4_wr = 1'b0;
          even4_wr = 1'b0;
        end
        3'b001:begin
          odd1_wr = 1'b0;
          even1_wr = 1'b0;
          odd2_wr = (flip)? (!cnt_data[0]) : cnt_data[0];
          even2_wr = (flip)? cnt_data[0] : (!cnt_data[0]);
          odd3_wr = 1'b0;
          even3_wr = 1'b0;
          odd4_wr = 1'b0;
          even4_wr = 1'b0;
        end
        3'b010:begin
          odd1_wr = 1'b0;
          even1_wr = 1'b0;
          odd2_wr = 1'b0;
          even2_wr = 1'b0;
          odd3_wr = (flip)? (!cnt_data[0]) : cnt_data[0];
          even3_wr = (flip)? cnt_data[0] : (!cnt_data[0]);
          odd4_wr = 1'b0;
          even4_wr = 1'b0;
        end
        3'b011:begin
          odd1_wr = 1'b0;
          even1_wr = 1'b0;
          odd2_wr = 1'b0;
          even2_wr = 1'b0;
          odd3_wr = 1'b0;
          even3_wr = 1'b0;
          odd4_wr = (flip)? (!cnt_data[0]) : cnt_data[0];
          even4_wr = (flip)? cnt_data[0] : (!cnt_data[0]);
        end
        default:begin
          odd1_wr = 1'b0;
          even1_wr = 1'b0;
          odd2_wr = 1'b0;
          even2_wr = 1'b0;
          odd3_wr = 1'b0;
          even3_wr = 1'b0;
          odd4_wr = 1'b0;
          even4_wr = 1'b0;
        end      
      endcase
    end
    else begin
      odd1_wr = 1'b0;
      even1_wr = 1'b0;
      odd2_wr = 1'b0;
      even2_wr = 1'b0;
      odd3_wr = 1'b0;
      even3_wr = 1'b0;
      odd4_wr = 1'b0;
      even4_wr = 1'b0;
    end
  end
endmodule
module controller(
  input clk,
  input reset,
  input load,
  input [5:0] out_bit,
  input [2:0] cnt_page,
  output reg so_valid,
  output reg final_valid  
);
  reg [5:0] cnt_out;
  reg [1:0] cnt_load;
  reg [1:0] cstate, nstate;
  parameter LOAD = 2'b00, WAIT = 2'b01, OUT = 2'b10, FINAL = 2'b11;
  always@(posedge clk)begin
    if(reset)
      cstate <= LOAD;
    else
      cstate <= nstate;
  end
  always@(posedge clk)begin
    if(reset||(cstate == LOAD))
      cnt_out <= 6'b0;
    else if(cstate == OUT)
      cnt_out <= cnt_out + 1;
  end
  always@(posedge clk)begin  
    if(reset||load)
      cnt_load <= 2'b0;
    else if(cstate != OUT)
      cnt_load <= cnt_load + 1;
  end
  always@*begin
    case(cstate)
      LOAD:begin
        if(load)
          nstate = WAIT;  
        else if(cnt_load > 2'd1)
          nstate = FINAL;
        else
          nstate = LOAD;
        end
      WAIT:nstate = OUT;     
      OUT:begin
        if(cnt_out == (out_bit - 6'd1))
          nstate = LOAD;
        else
          nstate = OUT;
      end
      FINAL:nstate = FINAL;
      default:nstate = LOAD;
    endcase  
  end
  always@*begin
    case(cstate)
      LOAD:begin 
        so_valid = 1'b0;      
        final_valid = 1'b0;
      end
      WAIT:begin 
        so_valid = 1'b0;
        final_valid = 1'b0;
      end
      OUT:begin
        so_valid = 1'b1;      
        final_valid = 1'b0;
      end
      FINAL:begin
        so_valid = 1'b0;
        final_valid = 1'b1;
      end
      default:begin
        so_valid = 1'b0;     
        final_valid = 1'b0;
      end
    endcase
  end
endmodule
module STI_DAC(clk ,reset, load, pi_data, pi_length, pi_fill, pi_msb, pi_low, pi_end,
	       so_data, so_valid,
	       oem_finish, oem_dataout, oem_addr,
	       odd1_wr, odd2_wr, odd3_wr, odd4_wr, even1_wr, even2_wr, even3_wr, even4_wr);
input		clk, reset;
input		load, pi_msb, pi_low, pi_end; 
input	[15:0]	pi_data;
input	[1:0]	pi_length;
input		pi_fill;
output		so_data, so_valid;
output  oem_finish, odd1_wr, odd2_wr, odd3_wr, odd4_wr, even1_wr, even2_wr, even3_wr, even4_wr;
output [4:0] oem_addr;
output [7:0] oem_dataout;
  wire [5:0] out_bit;
  wire [2:0] cnt_page;
  wire final_valid;
  STI STI( 
    .clk(clk),
    .reset(reset),
    .load(load),
    .pi_fill(pi_fill),
    .pi_msb(pi_msb),
    .pi_low(pi_low),
    .pi_length(pi_length),
    .pi_data,
    .so_valid(so_valid),
    .so_data(so_data),
    .out_bit(out_bit)
    );
  DAC DAC(
    .clk(clk),
    .reset(reset),
    .so_data(so_data),
    .so_valid(so_valid),
    .final_valid(final_valid),
    .oem_finish(oem_finish),
    .oem_addr(oem_addr),
    .oem_dataout(oem_dataout),
    .odd1_wr(odd1_wr),
    .even1_wr(even1_wr),
    .odd2_wr(odd2_wr),
    .even2_wr(even2_wr),
    .odd3_wr(odd3_wr),
    .even3_wr(even3_wr),
    .odd4_wr(odd4_wr),
    .even4_wr(even4_wr),
    .cnt_page(cnt_page)
    );
  controller ctr(
    .clk(clk),
    .reset(reset),
    .load(load),
    .out_bit(out_bit),
    .cnt_page(cnt_page),
    .so_valid(so_valid),
    .final_valid(final_valid)
    );
endmodule
$ cat design/flow/constraint.sdc
current_design STI_DAC

set clk_period 5.6
set clk_io_pct 0.2

create_clock -name clk0 -period $clk_period [get_ports {clk}]

set non_clock_inputs [all_inputs -no_clocks]
set_input_delay [expr $clk_period * $clk_io_pct] -clock clk0 $non_clock_inputs
set_output_delay [expr $clk_period * $clk_io_pct] -clock clk0 [all_outputs]
$ cat design/flow/run.sh
#!/bin/bash
# OpenROAD 26Q1-2900-gdf79404cd8, Yosys 0.63+post, stock flow scripts
make -C /OpenROAD-flow-scripts/flow DESIGN_CONFIG=/design/flow/config.mk WORK_HOME=/design/flow/orfs finish
==> out/metrics.sh <==
OUTCOME='completed'
MAX-VDD-IR-DROP_mV=0.0843
POST_CTS_HOLD_BUFFER_COUNT=0
CLOCK_TREE.ROOT_CELL='sky130_fd_sc_hd__clkbuf_8'
DETAILED_PLACE.AREA_UM2=4500
ASYNCSETRESETFLOPFRACSYNTH_PCT=0
POST_SYNTH_DESIGN_CELL_AREA_UM2=3970
ANTENNA_FOUND_INITIAL=0
CTS_BUFFER_DEPTH=2
FLOW.AREA_GROWTH_FROM_SYNTHESIS_PCT=17.0
LAYOUT_TOP_CELL='sky130_fd_sc_hd__dfxtp_1'
POST-ROUTE-CELL-AREA_UM2=4640
YS_TOP_CELLS_BY_AREA='sky130_fd_sc_hd__dfxtp_1 (37%), sky130_fd_sc_hd__mux4_2 (9.1%), sky130_fd_sc_hd__mux2i_1 (8.6%)'
DRC=0
CLOCK_LATENCY_PS=350
FIN_TNS_SETUP_PS=0
WORST_R2R_STARTPOINT='STI.cnt[0]'
POST_SYNTH_INST_COUNT=441
SYNTH_FLOPS=73
CRIT_FANOUT=10
NUM_IO_PINS=49
FMAXACHIEVABLE_MHz=222
WHS_PS=461
ROUTED_VIA_DENSITY=5.17
HOLDCRITSTARTPOINT='DAC.mem[7]'
RELSLEWSLACK_PCT=46.3
P_CLK_SHARE_PCT=32.8
WORST_HOLD_CHECK_PATH_TYPE='register to register'
ROUTE.VIAS.TOTAL=3118
CRIT_TOP_CELL='sky130_fd_sc_hd__clkdlybuf4s50_1'
AVGROUTEDWIREPERCELL_UM=13.7
CRITPATHREQUIREDTIME_PS=4480
CTS_NUM_SINKS=73
SYNTH-EDFF-COUNT=0
MOSTFREQUENTLAYOUTCELLS='sky130_fd_sc_hd__dfxtp_1 (73), sky130_fd_sc_hd__nor2_1 (69), sky130_fd_sc_hd__clkdlybuf4s50_1 (47)'
MIN_PATH_CELLS=2
SYNTH-MAIN-FF-CELL='sky130_fd_sc_hd__dfxtp_1'
GP_CONGESTION=0.790
DIE_Y_UM=102
WORSTSETUPPATHTYPE='primary input to primary output'
REG_TO_REG_CRITICAL_PATH_ENDPOINT='DAC.mem[0]'
TIMING_HOLD_VIOLATIONS_FINAL=0
FP.DIEW_UM=102
DR.FIRST_ITER.DRC_COUNT=120
COMBPWRFRAC_PCT=12.6
FINALCLOCKPERIODUSAGE_PCT=80.5
WORST_CLOCK_SKEW_PS=7.53
FIRST_GLOBAL_VIAS=2873
TRITONCTS='yes'
ROWS=35
LAYOUT.CORE_UTILIZATION_PCT=49.3
CRITICAL-PATH-TOP-DELAY-FAMILY='buffers and inverters'
POWER.DENSITY_CELL_AREA_nW_PER_UM2=216
HOLDPATHEND='DAC.mem[7]'
SETUP-VIOLATIONS-FINAL=0
WORST_PATH_MAX_DELAY_CELL='sky130_fd_sc_hd__clkdlybuf4s50_1'
LOG.WARNING_COUNT=33
GRT_FIRST_PASS_WIRELENGTH_UM=13700
PORT_BUFFERS=47
SYNTHDOMINANTAREACELLTYPE='sky130_fd_sc_hd__dfxtp_1'
YS.WARNINGS.COUNT=3
REG2REGPATHDEPTH=6
ROUTED_WL_UM=8260
CTS_HTREE_LEVELS=3
WORST-SLEW-PIN-TRANSITION_PS=806
GLOBALROUTEOVERFLOWTOTAL=0
DRT_PRE_ANTENNA_ITERS=4
NET_LOAD_SWITCHING_POWER_mW=0.257
POST_CTS.REPAIR.SETUP_BUFFERS=0
WORST_SETUP_HOLD_PATH_CLK_SLEW_PS=70
TOTAL_LEAKAGE_POWER_nW=1.74
SETUP_SLACK_ON_THE_WORST_FLOP_TO_FLOP_PATH_PS=3580
POST-ROUTE-WORST-SETUP-SLACK_PS=1090
CTS_BUFFERS=9
DP_SLACK_PS=1100
GRT_MAX_DEGREE=41
CP-END-KIND='primary output'
WORST-PATH-BUF-INV=2
FLOORPLAN.CORE_AREA_UM2=9420
CP_SLOWEST_STAGE_DELAY_PS=480
MIN_PERIOD_PS=4510
SYNTH_SEQ_SHARE_PCT=36.8
GRT_UTIL_ALL_LAYERS_PCT=17.4
CHIPAREA_UM2=10300
CAP_VIOLATIONS=0
CRITICAL_PATH_CELL_LIST='clkdlybuf4s50_1 > ha_1 > nor2b_1 > a22o_1 > o31a_1 > o21ai_1 > nand2_1 > clkdlybuf4s50_1'
SYNTH_CELL_TYPE_COUNT=40
RSZ0062_AT_GRT='no'
SWSHARE_PCT=25.6
LAYOUT_CELL_SHARE_WITH_DRIVE_STRENGTH_BEYOND_1_PCT=7.81
YOSYSTOPAREACELLSHARE_PCT=36.8
CP_DATA_ARRIVAL_TIME_PS=3390
STARTING_DENSITY_OF_THE_CORE_PCT=42.1
POST_SYNTHESIS_AVERAGE_CELL_AREA_UM2=8.99
WORSTSETUPSTARTPOINTTYPE='primary input'
YOSYS.STAT.CHIPAREA_UM2=3970
CELLINTERNALPOWER_mW=0.744
DIODES=0
REPORT.FINAL.SLEW_VIOL_COUNT=0
ANTENNA_VIOLATING_NETS_POST_ROUTE=0
PWR-SHARE-SEQ_PCT=54.5
DP.FINAL_HPWL_UM=6070
YS_CELLS=441
CTS_REPAIR_RESIZE_COUNT=0
==> worst max-delay path by stage <==
stage             from  endpoint  slack (ps)  depth (start not counted)
5_1_grt   pi_length[0]   so_data         970                          8
4_1_cts   pi_length[0]   so_data        1090                          8
6_report  pi_length[0]   so_data        1090                          8
==> metal layers <==
| metal | vias to the layer above | routed length, um | GRT usage (%) |
|---|---|---|---|
| met1 | 1430 | 4220 | 27.9 |
| met3 | 19 | 379 | 2.87 |
| met4 | 0 | 198 | 3.68 |
| met2 | 76 | 3460 | 25.6 |
| met5 | - | 0 | 0 |
| li1 | 1593 | - | - |
==> cell families after synthesis <==
group / share of synthesized area (%)
buf+inv: 4.73
xor+xnor: 6.18
fa+ha+maj: 5.68
simple gates: 18.9
compound gates: 9.94
mux: 17.7
other cells: 0.0945
flops: 36.8
==> flip-flops by register name, indices dropped and copies added (netlist names), 3 cells and up <==
| name | flops |
|---|---|
| DAC.cnt | 3 |
| DAC.cnt_page | 3 |
| ctr.cstate | 4 |
| STI.mem | 32 |
| ctr.cnt_out | 6 |
| DAC.mem | 8 |
| DAC.cnt_data | 8 |
| STI.cnt | 6 |
==> worst min-delay path: cells and delay by family (launching register included) <==
kind	cells	cell delay, ps
flops	1	310
simple gates	1	50
compound gates	1	50
==> per-stage QoR <==
step / cells / total power, mW
floorplan: 441 / 0.636
global placement: 591 / 0.682
detailed placement: 591 / 0.684
CTS: 603 / 1.01
global route: 603 / 1.05
finish: 603 / 1.00
==> final cells by class <==
cell class | instances | area [um^2]
timing repair buffer | 52 | 508
sequential | 73 | 1460
clock inverter | 2 | 10.0
tap | 129 | 161
clock buffer | 10 | 128
inverter | 15 | 56.3
multi-input combinational | 322 | 2320
fill | 880 | 4770
==> power groups by stage <==
stage	registers [mW]	clock network [mW]	logic, mW
final	0.546	0.329	0.126
after global routing	0.547	0.357	0.140
after CTS	0.545	0.335	0.128
==> cells in the mapped netlist (12+ instances only) <==
master and n:
sky130_fd_sc_hd__xnor2_1 12, sky130_fd_sc_hd__a21oi_1 20, sky130_fd_sc_hd__mux4_2 16, sky130_fd_sc_hd__inv_1 14, sky130_fd_sc_hd__mux2i_1 34, sky130_fd_sc_hd__ha_1 18
sky130_fd_sc_hd__clkbuf_1 21, sky130_fd_sc_hd__dfxtp_1 73, sky130_fd_sc_hd__nor2_1 69, sky130_fd_sc_hd__xor2_1 16, sky130_fd_sc_hd__a211oi_1 25, sky130_fd_sc_hd__nand2_1 43
No activity file was given, so power comes from the tool's default toggle rates.
